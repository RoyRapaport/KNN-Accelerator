==> flow/design.v <==
`timescale 1ns/1ps
module distance_calculator (
	input [10:0] i_x_mem,
	input [9:0] i_y_mem,		
	input [9:0] i_x_test_point,	
	input [9:0] i_y_test_point,	
	output [11:0] o_distance
	);
	logic [10:0] x_sub;
	logic [10:0] y_sub;
	logic [10:0] manhattan_distance;
	assign x_sub = i_x_mem[9:0] > i_x_test_point ? i_x_mem[9:0] - i_x_test_point : i_x_test_point - i_x_mem[9:0];  
	assign y_sub = i_y_mem > i_y_test_point ? i_y_mem - i_y_test_point : i_y_test_point - i_y_mem;
	assign manhattan_distance = x_sub + y_sub;
	assign o_distance = {i_x_mem[10], manhattan_distance}; 
endmodule
==> flow/run.sh <==
#!/bin/bash
# OpenROAD 26Q1-2900-gdf79404cd8, Yosys 0.63+post, stock flow scripts
make -C /OpenROAD-flow-scripts/flow DESIGN_CONFIG=/design/flow/config.mk WORK_HOME=/design/flow/orfs finish
==> flow/config.mk <==
export PLATFORM = sky130hd
export DESIGN_NAME = distance_calculator
export DESIGN_NICKNAME = distance_calculator
export VERILOG_FILES = /design/flow/design.v
export SDC_FILE = /design/flow/constraint.sdc
export NUM_CORES = 4
export LEC_CHECK = 1
export CORE_AREA = 10 10 100 100
export DIE_AREA = 0 0 110 110
==> flow/constraint.sdc <==
current_design distance_calculator

set clk_period 11.1
set clk_io_pct 0.2

create_clock -name clk0 -period $clk_period

set non_clock_inputs [all_inputs -no_clocks]
set_input_delay [expr $clk_period * $clk_io_pct] -clock clk0 $non_clock_inputs
set_output_delay [expr $clk_period * $clk_io_pct] -clock clk0 [all_outputs]
==> results.toml <==
# physical design summary
[placement]
dp.cells = 458
numPortBuffers = 51
place_congestion = 0.8669
dp_hpwl_mm = 4.662

[final_timing]
min_period_over_period_pct = 81.37
slew_violations = 0
rsz0062_at_grt = "no"
fmax_ghz = 0.1107
hold_violations = 0
worst_slew_pin_slew_ns = 0.5369
finalSetupViolCount = 0
finalSetupTns_ns = 0
slew_headroom_pct = 64.21
finalCriticalPeriod_ns = 9.032

[grt]
grt_max_degree = 17
overflow = 0
antenna_found_initial = 0
grtUsageTotal_pct = 8.733
grt_pass1_vias = 2031
grt_pass1_wl_mm = 9.004

[logic_synthesis]
ys_types = 48
synthTopCellsByArea = "ha_1, inv_1, xnor2_1, mux2i_1, a21oi_1"
yosysWarnings = 0
synth_area_per_cell_um2 = 7.286
yosys.stat.seqShare_pct = 0
top_area_share_pct = 27.61
yosys_area_um2 = 2266
ys_cells = 311
syn-cell-area_um2 = 2266
top_cell = "inv_1"
top_area_cell = "ha_1"
syn_inst = 311
common_cells = "inv_1, ha_1, nor2_1"

[pwr]
irDropWorstVdd_mv = 0.05642
p_leak_nw = 1.417
pwr_density_cell_nw_per_um2 = 107.5

[final_layout]
drive_gt1_share_pct = 3.090
layout.area.comb_um2 = 1997
fin_util_pct = 36.63
fill_cells = 837
stdcell_count = 458
area_growth_pct = 26.23
num-clock-buffers = 0
register_area_um2 = 0
seq_cells = 0

[die]
die_w_um = 110
core_area_um2 = 7807
rows = 32
dieArea_um2 = 12100
ios = 53
die_y_um = 110
fp_util_pct = 29.02

[setup_path]
crit_slowest_cell = "clkdlybuf4s50_1"
slowest_delay_ns = 0.54
critPathLaunchType = "input pin"
required_ns = 8.88
path_class = "input pin to primary output"
crit_chain = "clkdlybuf4s50_1, inv_1, ha_1, nor2b_1, o21a_1, o21ai_1, a211o_1, a221oi_2, buf_4, mux2_2, ha_1, a21o_1, a21oi_1, o21bai_1, a21oi_1, o21ai_0, o311ai_0, clkdlybuf4s50_1"
startpoint = "i_x_mem[1]"
cp-end-kind = "primary output"
cp_max_fo = 10
arrival_ns = 6.81

[clocking]
postCtsHoldBufs = 0
cts_setup_buffers = 0
ctsResizeCount = 0

[min_path]
hp-class = "input pin to primary output"
min_from = "i_x_mem[10]"

[routing]
wl_per_cell_um = 11.39
viasPerCell = 4.566
routed_wl_mm = 5.218
via_count = 2091
postRouteAntennaNets = 0
antenna_cells_inserted = 0
route.met3.wl_um = 284
first_iter_violations = 44
routed.top_layer = "met3"
drcViolationCount = 0
drt_first_pass_iters = 4
met2_wirelength_mm = 2.377
wl_met1_mm = 2.555

[flow_run]
cap_violations = 0
warning_count = 52

[run_status]
outcome = "complete, no violations"
==> critical path, delay by kind of cell <==
kind                     cells  cell delay (ns)
buffers and inverters        4             1.41
AND-OR/OR-AND               10             2.09
AND/OR/NAND/NOR              1             0.14
adder cells (fa/ha/maj)      2             0.59
multiplexers                 1             0.36
==> stage by stage <==
step           hold slack [ns]  total power, mW  area (um^2)  worst slack, ns
2_1_floorplan            4.506           0.1789         2266            3.559
3_3_place_gp             4.440           0.3098         2860            2.081
3_5_place_dp             4.440           0.3123         2860            2.021
4_1_cts                  4.440           0.3143         2860            1.999
5_1_grt                  4.440           0.3457         2860            1.573
6_report                 4.440           0.3074         2860            2.068
==> power by group <==
part	leakage [nW]	internal [mW]	switching, mW	total, mW
clock network	0	0	0	0
registers	0	0	0	0
logic	1.42	0.173	0.135	0.307
==> final cells by class <==
type | count | share of cell area, %
well taps | 102 | 4.462
repair buffers | 52 | 18.11
inverters | 58 | 7.612
multi-input cells | 246 | 69.82
==> cell usage in the layout (no fill, tap or decap), drive strengths merged, types with 2 or more instances in the layout <==
cell,synthesis,layout
mux2i,12,12
clkdlybuf4s50,0,51
a21oi,22,22
a21o,11,11
nand4,2,2
xor2,6,6
ha,50,50
o21bai,4,4
a21boi,2,2
o21a,6,6
a211oi,2,2
a211o,2,2
nand2,9,9
o22ai,2,2
nor3,7,7
o21ai,19,19
fa,5,5
nor2,26,26
nand2b,3,3
mux2,3,3
nand3,6,6
nor2b,8,8
o31ai,3,3
a221oi,2,2
inv,58,58
a31oi,3,3
xnor2,18,18
==> cell families after synthesis <==
family                   Yosys count  synth area share, %
AND-OR/OR-AND                     84                25.40
XOR/XNOR                          24                9.277
adder cells (fa/ha/maj)           55                32.03
buffers and inverters             65                11.87
multiplexers                      15                6.792
AND/OR/NAND/NOR                   68                14.63
==> worst paths after layout <==
| path | endpoint | slack (ns) | depth (start not counted) |
|---|---|---|---|
| max | o_distance[9] | 2.07 | 18 |
| min | o_distance[11] | 4.44 | 0 |
==> per-layer routing <==
layer	GRT usage [%]	up-vias
met3	1.351	0
li1	-	1143
met4	0.09294	0
met2	14.48	31
met1	12.39	917
met5	0	-
Power figures rest on the tool's default switching activity, not on a simulated workload.
